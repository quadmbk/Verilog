--- flow/config.mk ---
export PLATFORM = sky130hd
export DESIGN_NAME = counter
export DESIGN_NICKNAME = counter
export VERILOG_FILES = /design/flow/design.v
export SDC_FILE = /design/flow/constraint.sdc
export NUM_CORES = 4
export LEC_CHECK = 1
export CORE_UTILIZATION = 50
--- flow/constraint.sdc ---
current_design counter

set clk_period 4.7
set clk_io_pct 0.2

create_clock -name clk0 -period $clk_period [get_ports {clk}]

set non_clock_inputs [all_inputs -no_clocks]
set_input_delay [expr $clk_period * $clk_io_pct] -clock clk0 $non_clock_inputs
set_output_delay [expr $clk_period * $clk_io_pct] -clock clk0 [all_outputs]
--- flow/run.sh ---
#!/bin/bash
# OpenROAD 26Q1-2900-gdf79404cd8, Yosys 0.63+post, stock flow scripts
make -C /OpenROAD-flow-scripts/flow DESIGN_CONFIG=/design/flow/config.mk WORK_HOME=/design/flow/orfs finish
--- flow/design.v ---
`timescale 1ns / 1ps
module counter(
    input clk,
    output reg [6:0] count,
    output reg[3:0] sel
    );
	reg clk1,clk2;
	integer i,j;
	reg [3 : 0] count1,count2,count3;
	initial
	begin
		clk1   = 0;
		clk2   = 0;
		i      = 0;
		j      = 0;
		count1 = 0;
	   count3 = 0;
		count2 = 0;
		count  = 7'b1111111;
		sel    = 4'b1101;
	end
always @(posedge clk)
	begin
		if(i == 25000000)
		 begin
		 clk1 <= ~clk1;
		 i <= 0;	
		 end
		else
			i <= i+1;
	end
always @(posedge clk)
	begin
		if(j == 50000)
			begin
				clk2 <= ~clk2;
				j <= 0;
			end
		else
			begin
				j <= j+ 1;
			end	
	end
always @(posedge clk1)
	begin
			if(count1 <9)
				begin
						count1 <= count1 + 1;
						end
			else
				begin
							count1 <= 0;
						if(count2 <= 9)
						begin
								count2 <= count2 + 1;
						end
						else
						begin
						count2 <= count2 + 1 ;
						end
				end
	end
always @(posedge clk2)
begin
	if(sel == 4'b1110)
		sel <= 4'b1101;
	else 
		sel <= sel + 1;
end	
always @(sel or count1 or count2)
begin
	case (sel)
		4'b1101 : count3 <= count2;
		4'b1110 : count3 <= count1;
	default : count3 <= 4'b1111; 
	endcase
end		
always @(count3)
begin
	case(count3) 
	   0 : count=7'b0000001;
		1 : count=7'b1001111;
		2 : count=7'b0010010;
		3 : count=7'b0000110;
		4 : count=7'b1001100;
		5 : count=7'b0100100;
		6 : count=7'b0100000;
		7 : count=7'b0001111;
		8 : count=7'b0000000;
		9 : count=7'b0000100;
		default : count=7'b1111110;
	 endcase	
end	
endmodule
==> notes.org <==
#+TITLE: Implementation results

** Synth
- Yosys reports that the leading cell type by area covers 38.7% of the netlist area.
- Dividing the synthesized area by the synthesized cell count gives 9.50 sq um.
- Distinct lib cells used :: 47
- Summing the sequential cell areas from Yosys gives 43.5% of the chip area.
- Per the synth log, the flip-flop and latch total comes to 78.
- The commonest cells after synthesis are sky130_fd_sc_hd__dfxtp_1 (72), sky130_fd_sc_hd__xnor2_1 (44), sky130_fd_sc_hd__nand3_1 (28).
- In the Yosys report the total cell count is 392.
- Synthesis produced 392 cells.
- Looking at the cell usage after synthesis, the top flip-flop cell is sky130_fd_sc_hd__dfxtp_1.
- Counting the warning lines in the Yosys log gives 1.
- Sorting the Yosys area breakdown by cell type puts at the top sky130_fd_sc_hd__dfxtp_1.
- Proportion of synthesized flip-flops having asynchronous set or reset :: 0%
- The chip area line in the Yosys stat output reads 3720 sq um.
- Before any placement, the netlist area is recorded as 3720 sq um.
- Counting flops with a built-in enable in the synthesized netlist gives 6.
- Sorting the synthesized cells by area gives the leading types as sky130_fd_sc_hd__dfxtp_1 (39%), sky130_fd_sc_hd__xnor2_1 (10%), sky130_fd_sc_hd__ha_1 (5.0%).
- Yosys instantiated no cell more often than sky130_fd_sc_hd__dfxtp_1.

** Cells and area
- The flow measured a signed area growth from synthesis to layout of 10.8%.
- Cells fill 57.2% of the core in the end.
- The final report lists a non-filler cell total of 511.
- The finished cells cover 4130 sq um.
- Cells with a size suffix above 1 make up 7.77% of the layout.
- Final-layout fill cell count :: 637

** Power and ir drop
- P per Cell Area :: 244 nW/um^2
- Registers are responsible for 55.7% of the overall power.
- Pint :: 0.797 mW
- Overall Power :: 1.01 mW
- Comb pwr share :: 0%
- In this run the VDD rail shows a maximum IR drop of 0.153 mV.
- The power report puts the leakage power at 1.46 nW.
- The share of total power dissipated in the clock network is 44.3%.
- The power report puts the net switching power at 0.210 mW.
- Net switching is 20.9% of the power.

** CTS
- TritonCTS clock tree :: done
- For reference, the clock transition at the flip-flops on the worst setup and hold paths is 0.07 ns.
- Number of buffers created by CTS :: 9
- In this run the deepest clock path goes through 2 buffers.
- The clock tree synthesis step divided the H-tree into 3 levels.
- As reported, the later end of the worst-skew pair has a clock insertion delay of 0.34 ns.
- Post-CTS Hold Fix Bufs :: 0
- Clock root buffer master :: sky130_fd_sc_hd__clkbuf_8
- Post-CTS setup buffer count :: 0
- The report lists the number of cells resized after CTS as 0.

** Die
- The floorplan step set the die width to 88.3 microns.
- Standard cell core area :: 7210 sq um
- Pre-placement core utilization :: 51.6%
- Per the OpenROAD floorplan log, the area of the die is 7800 sq um.
- Measured along the y axis, the die boundary spans 88.3 microns.
- Standard-cell row count :: 31
- 12 I/O pins were placed.

** Critical path
- According to the timing report, the critical path is launched from i[11].
- Largest fanout on the critical path :: 14
- Gate family responsible for the most delay along the worst path :: simple AND/OR/NAND/NOR gates
- Worst endpoint required time :: 4.89 ns
- STA classifies the critical path endpoint as a flip-flop.
- Count of buffering cells on the critical path with inverters included :: 0
- CP Data Arrival Time :: 2.35 ns
- The timing report shows that the slowest cell on the worst path is sky130_fd_sc_hd__nor4_4.
- Critical path's largest stage delay :: 0.78 ns
- For reference, the most critical setup path is categorized as reg -> reg.
- STA classifies the critical path startpoint as a flip-flop.
- The worst register-to-register path begins at i[11].
- CP Cell Sequence :: nand4_1 -> or3_1 -> nor4_4 -> nor2_1

** Timing
- Endpoints failing hold :: 0
- Count of endpoints without a timing constraint :: 27
- Final period util :: 45.8%
- Count of unclocked register or latch pins :: 12
- Setup repair after global routing left no endpoint under its margin.
- Clock skew :: 0.00880 ns
- The end-of-flow timing check tallies setup violations at 0.
- The final layout reports a setup TNS of 0 ns.
- Total count of max-transition violations in the final report :: 0
- Worst path setup slack after routing :: 2.55 ns
- Looking at the max-slew report, the worst-margin pin has a slew of 0.864 ns.
- On the final layout, the worst hold slack is 0.470 ns.
- Peak Freq :: 464 MHz
- Shortest period the worst path allows :: 2.15 ns
- Slew Limit Headroom :: 41.9%

** Global routing
- Global-route wire length before repair :: 11.4 mm
- Largest net degree at the start of global routing :: 16
- GRT Total Usage :: 18.7%
- For this run the aggregate overflow at the end of global routing stands at 0.
- The number of global-route vias before repair came to 2483.
- Antenna violations before repair :: 0

** Run
- Count of warning messages emitted by the tools :: 34
- In this run the maximum-capacitance check reported violations numbering 0.

** Placement
- Detailed placement ended at an HPWL of 4.66 mm.
- At the end of routability-driven placement, the weighted congestion stood at 0.833.
- The count of buffers added on input and output ports is 11.
- Pre-CTS setup slack :: 2.58 ns
- Detailed placement reports a standard cell area of 3940 sq um.
- Placed cell count :: 496

** Detailed routing
- Antenna Cells :: 0
- The violation tally recorded at the end of detailed-routing iteration 0 is 65.
- Post-route ant nets :: 0
- Before antenna repair, the detailed router went through 4 iterations.
- Final routed wire length divided by cell count :: 12.7 microns
- Dividing the detail-routed via count by the number of cells gives 5.40.
- Per the detail_route report, the via count comes to 2760.
- Number of design rule violations left after detail routing :: 0
- The wire length recorded after detailed routing is 6.49 mm.

** Min path
- For the worst min-delay path, the startpoint reported by OpenROAD is j[31].
- Hold Crit Class :: reg -> reg

** Status
- Result of the run :: finished, final reports clean
area by class of cell:
class                   count  area, sq um  share of cell area (%)
clock buffers              12          166                    4.03
clock inverters             3         21.3                   0.516
inverters                  18         67.6                    1.64
multi-input cells         287         1990                    48.3
flip-flops and latches     78         1620                    39.3
well taps                  99          124                    3.00
repair buffers             14          133                    3.22
cell families after synthesis:
family / Yosys count / synth area share (%)
AND-OR/OR-AND: 34 / 6.05
adder cells (fa/ha/maj): 15 / 5.04
XOR/XNOR: 54 / 12.7
buffers and inverters: 27 / 2.96
flip-flops: 78 / 43.5
multiplexers: 4 / 1.11
AND/OR/NAND/NOR: 180 / 28.6
state kept, by name (all words and copies together), names as in the netlist:
register,flops
sel,4
clk2,1
count1,4
count2,4
j,32
clk1,1
i,32
final timing paths:
kind | slack [ns] | cells after the start | to
max reg2reg | 2.55 | 4 | i[12]
min | 0.47 | 1 | j[31]
max | 2.55 | 4 | i[12]
min reg2reg | 0.47 | 1 | j[31]
per-layer routing:
metal	GRT usage, %	part of all wire, %	vias to the layer above
met2	27.9	42	40
met5	0	0	-
met1	30.0	53	1256
met4	2.49	0.76	0
met3	3.78	4.0	7
li1	-	-	1457
layout by cell type (no fill, tap or decap), drive strengths merged, types with 10 or more instances in the layout:
cell type      Yosys  layout
a21oi             14      14
and3              10      10
clkbuf             4      12
clkdlybuf4s50      0      11
dfxtp             72      72
ha                15      15
inv               18      19
nand2             20      20
nand3             28      28
nand4             28      28
nor2              26      26
nor4              18      18
xnor2             44      44
xor2              10      10
power groups by stage:
stage	Clock [mW]	Sequential [mW]	Combinational [mW]
finish	0.446	0.561	0.000000718
global route	0.486	0.561	0.000000718
CTS	0.462	0.561	0.000000718
Power and IR drop assume default switching activity.
