### ./config.mk
export PLATFORM = sky130hd
export DESIGN_NAME = receiver
export DESIGN_NICKNAME = receiver
export VERILOG_FILES = /design/flow/design.v
export SDC_FILE = /design/flow/constraint.sdc
export NUM_CORES = 4
export LEC_CHECK = 1
export CORE_AREA = 10 10 113 113
export DIE_AREA = 0 0 123 123
### ./constraint.sdc
current_design receiver

set clk_period 2.4
set clk_io_pct 0.2

create_clock -name clk0 -period $clk_period [get_ports {sample_clock}]

set non_clock_inputs [all_inputs -no_clocks]
set_input_delay [expr $clk_period * $clk_io_pct] -clock clk0 $non_clock_inputs
set_output_delay [expr $clk_period * $clk_io_pct] -clock clk0 [all_outputs]
### ./design.v
module receiver(RCV_datareg, read_not_ready_out, error1, error2, read_not_ready_in, 
		sample_clock,resetn, serial_in );
parameter SIZE = 8;
parameter HALFSIZE = SIZE/2;
parameter idle = 2'b01;
parameter starting = 2'b10;
parameter receiving = 2'b11;
output reg [SIZE-1 : 0] RCV_datareg;
output read_not_ready_out, error1, error2;
input read_not_ready_in,sample_clock,resetn,serial_in;
reg [SIZE : 0] 	 RCV_shftreg;
reg [3 : 0] sample_counter;
reg [3 : 0] bit_counter;
reg [2 :0] state,next_state;	
reg inc_bit_counter, clr_bit_counter;
reg inc_sample_counter, clr_sample_counter;
reg shift,load,read_not_ready_out,error1,error2;
always @(posedge sample_clock) begin
	if(resetn == 1'b0) begin
		state <= idle;
		sample_counter <= 0;
		bit_counter <= 0;
		RCV_datareg <= 0;
		RCV_shftreg <= 0;
	end else begin
		state <= next_state;
		if(clr_sample_counter==1'b1)sample_counter <=0;
		else if(inc_sample_counter == 1'b1)sample_counter <= sample_counter +1;
		if(clr_bit_counter == 1'b1)bit_counter <= 0;
		else if(inc_bit_counter == 1'b1)bit_counter <= bit_counter+ 1;
		if(shift == 1'b1) RCV_shftreg <= {serial_in, RCV_shftreg[SIZE-1 : 1]};
		if(load == 1'b1) RCV_datareg <= RCV_shftreg;
	end
	end
	always @(serial_in, state, sample_counter, bit_counter, read_not_ready_in) begin
		read_not_ready_out = 0;
		next_state = idle;
		clr_bit_counter = 0;
		inc_bit_counter =0;
		clr_sample_counter = 0;
		inc_sample_counter = 0;
		shift = 0;
		load = 0;
		error1 = 0;
		error2 = 0;
		case(state)
		idle : begin
			if(serial_in == 1'b0) next_state = starting;
			else next_state = idle;
			end
		starting : begin
			   if(serial_in == 1) next_state = idle;
			   else if(sample_counter == 3)begin
				next_state = receiving;
				clr_sample_counter = 1;
				end 	
			   else begin
				inc_sample_counter = 1;
				next_state = starting;	
				end
			   end
		receiving : begin
			    if(sample_counter < 7) begin next_state = receiving;inc_sample_counter = 1;end
			    else begin
				clr_sample_counter = 1'b1;
				if(bit_counter!= SIZE)begin
				shift = 1'b1;
				inc_bit_counter = 1'b1;
				next_state = receiving;
				end
				else begin
				next_state = idle;
				read_not_ready_out = 1;
				clr_bit_counter = 1;
				if(read_not_ready_in == 1) error1 = 1;
				else if(serial_in == 0) error2 = 1;
				else load = 1;
				end
				end	
			end
		default : next_state = idle;
		endcase
	end
endmodule
### ./run.sh
#!/bin/bash
# OpenROAD 26Q1-2900-gdf79404cd8, Yosys 0.63+post, stock flow scripts
make -C /OpenROAD-flow-scripts/flow DESIGN_CONFIG=/design/flow/config.mk WORK_HOME=/design/flow/orfs finish
==> results_slide.txt <==
Synthesis and Place & Route Summary

Clocking
  – Hold_buf cts: 0
  – CTS tree: yes
  – Clk sinks: 27
  – Reg clk slew, reported paths: 90 ps
  – CTS Root Cell: clkbuf_8
  – Clock latency (worst-skew pair): 270 ps
  – Max Root-Sink Buffers: 2
  – Cts bufs inserted: 3
  – CTS H-tree lvls: 1

Yosys
  – Ys Warns: 1
  – Commonest flop: dfxtp_1
  – Ys async rst share: 0%
  – Post-synth EDFFs: 0
  – Mapped cell area: 0.00123 sq mm
  – Top cells, area: dfxtp_1, mux2i_1, nand2_1
  – Post-synth cell types: 35
  – Dominant cell type by area after synthesis: dfxtp_1
  – Top cells by count, synth: dfxtp_1, nand2_1, mux2i_1
  – Seq cells post-synth: 27
  – Top cell area share: 44.1%
  – # Cells Yosys: 134
  – Yosys stat area: 0.00123 sq mm
  – Avg Inst Size Synth: 9.15 sq um
  – Synth Instances: 134
  – Post-synth seq share: 44.1%
  – Most common cell in the netlist: dfxtp_1

Power
  – Switch share: 21.7%
  – Max IR drop VDD: 138 uV
  – Logic pwr share: 4.2%
  – Clk pwr share: 34.4%
  – P per Cell Area: 452 mW/mm^2
  – Int Power: 584 uW
  – NetSw: 162 uW
  – Leakage: 0.000635 uW
  – Power Total: 746 uW
  – Reg power frac: 61.4%

Final timing
  – Finish-stage setup viols: 0
  – Fin Clk Skew: 3.36 ps
  – Max Freq: 432 MHz
  – Pins Over Slew Limit: 0
  – Count of final hold-check violations: 0
  – Worst-Margin Slew: 446 ps
  – Final period utilization: 96.4%
  – Relative slew slack: 70.2%
  – Min Tclk post-route: 2310 ps

Global route
  – Initial antenna violation count: 0
  – Largest net degree at the start of global routing: 22
  – Number of global-route vias before repair: 919
  – GRT overflow: 0
  – GRT Util Overall: 3.32%
  – First-pass GRT wire length: 4260 microns

Drt
  – DR iter-0 viols: 25
  – Total wire length: 2530 microns
  – Antenna Nets Post-Route: 0
  – Detailed-route DRC error count: 0
  – Drt wl/cell: 8.69 microns
  – Vias/cell: 3.38
  – Pre-Repair DR Iteration Count: 4
  – Via count: 984
  – Antenna diodes: 0

Worst setup path
  – Crit path largest cell delay: 460 ps
  – Endpoint class of the critical path: output pin
  – Crit path max fanout: 6
  – CP Cell Sequence: inv_1 -> ha_4 -> nand3b_4 -> nor3_4 -> and2_1 -> clkdlybuf4s50_1
  – WP data required: 1920 ps
  – Crit start category: flip-flop
  – Crit-path slowest cell: clkdlybuf4s50_1
  – Setup Crit Path Kind: reg -> out
  – CP arrival: 1830 ps

Floorplan
  – Row Count: 37
  – Total die size: 0.0151 sq mm
  – FP Util: 11.9%
  – Die width: 123 microns
  – Core ar.: 0.0103 sq mm
  – Die height: 123 microns
  – # IOs: 15

Final layout
  – Proportion of layout cells with a drive suffix above 1: 19.4%
  – Design area: 0.00165 sq mm
  – Synth-to-Final Area Change: 34.7%

Flow run
  – Max-Cap Viols: 0
  – Log Warnings: 26

Placement
  – Placer Congestion: 0.767
  – DP Area: 0.00153 sq mm
  – Hpwl dp: 1910 microns
  – Port bufs: 14

Outcome
  – Status: finished clean

Min path
  – Hold Crit Class: reg -> reg
## cell usage in the layout (no fill, tap or decap), drive strengths merged, types with 4 or more instances in the layout
cell type and instances:
nand2 22, buf 9, dfxtp 27, a21oi 10
inv 5, nor2 12, mux2i 17, o21ai 4
clkdlybuf4s50 14, nand3 4
## path summary, 6_finish.rpt
path / from / endpoint / slack, ps / depth (start not counted)
max: bit_counter[1]$_SDFFE_PP0P_ / error1 / 90 / 6
min: RCV_datareg[4]$_SDFFE_PN0P_ / RCV_datareg[4]$_SDFFE_PN0P_ / 460 / 2
max reg2reg: sample_counter[0]$_SDFFE_PP0P_ / sample_counter[3]$_SDFFE_PP0P_ / 760 / 5
min reg2reg: RCV_datareg[4]$_SDFFE_PN0P_ / RCV_datareg[4]$_SDFFE_PN0P_ / 460 / 2
## area by class of cell
class | count | area [sq um]
repair buffers | 23 | 208
inverters | 5 | 18.8
multi-input cells | 96 | 662
fillers | 1134 | 8670
flip-flops and latches | 27 | 544
clock buffers | 3 | 41.3
clock inverters | 1 | 7.51
well taps | 136 | 170
## power groups by stage
stage	logic [uW]	clock network, uW	registers (uW)
final	31.3	257	458
after global routing	35.0	288	459
after CTS	31.1	270	457
## cells by family (layout without fill, tap and decap cells)
group,Yosys count,in the layout,synth area share (%)
fa+ha+maj,3,3,3.06
simple gates,56,56,24.2
xor+xnor,1,1,0.714
mux,17,17,13.9
buf+inv,11,32,4.39
flops,27,27,44.1
compound gates,19,19,9.70
## critical path: cells and delay by family (launching register included)
family	cells	cell delay [ps]
simple gates	3	510
fa+ha+maj	1	150
buf+inv	2	550
flops	1	350
## flip-flops by register name (all words and copies together) (netlist names)
name,flops
state,3
RCV_datareg,8
RCV_shftreg,8
bit_counter,4
sample_counter,4
## routing by layer
metal,share of wire (%),wire [microns],GRT usage (%),up-vias
met2,53,1350,6.12,6
met5,0,0,0,-
met1,43,1100,3.98,469
met3,1.1,28,0.370,2
met4,2.1,54,0.873,0
li1,-,-,-,507
## stage by stage
stage | hold WS, ps | setup WS (ps) | std cells | setup TNS [ps] | util [%]
finish | 464 | 85.3 | 291 | 0 | 16.0
detailed placement | 456 | 219 | 282 | 0 | 14.8
floorplan | 423 | 910 | 134 | 0 | -
CTS | 470 | 15.4 | 286 | 0 | 15.4
global placement | 449 | 212 | 282 | 0 | 14.8
global route | 493 | -19.1 | 291 | -20.0 | 16.0
## timing repair
item / CTS / global route
gates resized: 3 / 7
setup endpoints to repair: 2 / 2
pin swaps: 0 / 2
endpoints found under the hold margin: 0 / 0
setup buffers: 0 / 5
Power and IR drop assume default switching activity.
