[flow/config.mk]
export PLATFORM = sky130hd
export DESIGN_NAME = spi_master
export DESIGN_NICKNAME = spi_master
export VERILOG_FILES = /design/flow/design.v
export SDC_FILE = /design/flow/constraint.sdc
export NUM_CORES = 4
export LEC_CHECK = 1
export CORE_AREA = 10 10 70 70
export DIE_AREA = 0 0 80 80
[flow/constraint.sdc]
current_design spi_master

set clk_period 1.0
set clk_io_pct 0.2

create_clock -name clk0 -period $clk_period [get_ports {clk}]

set non_clock_inputs [all_inputs -no_clocks]
set_input_delay [expr $clk_period * $clk_io_pct] -clock clk0 $non_clock_inputs
set_output_delay [expr $clk_period * $clk_io_pct] -clock clk0 [all_outputs]
[flow/design.v]
module spi_master(clk,rst, start, data_2_send, in, data_rcv, done, out, sck,cs);
	parameter word_size = 8;
	parameter idle = 2'b01, send = 2'b10, finish = 2'b11;
	input clk, rst, start, in;
	input [word_size-1:0] data_2_send;
	output reg[word_size-1:0] data_rcv;
	output reg done, out, sck, cs;
	reg [1 :0] state , next_state;
	reg [word_size-1:0] data_shft_out, data_shft_in;  
	reg [3:0] count;
	reg shift ,clr;  
	always @(posedge clk) begin
		if(rst == 0) begin
			state = finish; count = 0;end
		else 
			state <= next_state;
	end 
	always  @(state,count,start ) begin
		case(state) 
			idle : begin
				next_state = idle;
				if(start == 1'b1) begin 
				 count = 0;
				 next_state =  send; 
				 data_shft_out = data_2_send;
				 done = 1'b0;
				end 
			       end 
			send : begin
				if(count != 8) begin
				  next_state = send; 
				  cs = 0;
				  shift = 1'b1;
				end 
				else
				begin 
				 done = 1'b1;
				 data_rcv = data_shft_in;
				 next_state=finish;
				end 
			       end  
			finish : begin
				 shift = 0;
				 sck = 1;
				 cs = 1;
				 next_state = idle;
				 end
		endcase
	end 
always @(posedge clk )  
begin
	if(!cs) begin
		sck = ~sck;
		count = count + 1;
		if(shift == 1)data_shft_in = {data_shft_in[6:0],in};
	end 
end  
always @(negedge clk) begin
	if(!cs) begin
		sck <= ~sck;
		out <= data_shft_out[7];
		if(shift==1)data_shft_out<= {data_shft_out[6:0],1'b1};
	end 
	else out <=1'bz;
end 
endmodule
[flow/run.sh]
#!/bin/bash
# OpenROAD 26Q1-2900-gdf79404cd8, Yosys 0.63+post, stock flow scripts
make -C /OpenROAD-flow-scripts/flow DESIGN_CONFIG=/design/flow/config.mk WORK_HOME=/design/flow/orfs finish
==> flow_summary_export.csv <==
group,metric,value,unit
job,maxCapViolCount,0,
grt,grt_use_total,1.23,%
setup_path,cp_max_fo,1,
clock_network,cts_root_buf,"clkbuf_4",
drt,firstDrtPassIters,4,
setup_path,crit_family,"flip-flops",
pwr,peakVddDrop,0.138,mV
pwr,p_total,0.379,mW
sta,drv_slew,0,
logic_synthesis,top_cells_by_count,"buf_4, dlxtn_1, dfxtp_1, inv_1",
setup_path,critPathMaxStageDelay,280,ps
clock_network,clk_pin_slew_worst_paths,40,ps
logic_synthesis,topCellsByArea,"buf_4, dlxtn_1, dfxtp_1",
setup_path,arrival,1160,ps
setup_path,path_class,"register to primary output",
clock_network,cts_tree,"done",
floorplanning,chip_area,0.00640,mm²
status,violations,"setup timing",
setup_path,slowest_stage,"dfxtp_1",
sta,fin_ws,-359,ps
setup_path,critPathLaunchType,"register",
cells_and_area,final_cells,83,
clock_network,htree_num_levels,1,
job,warnings,37,
logic_synthesis,synth_cells,30,
logic_synthesis,synthArstFlopShare,0,%
drt,final_antenna_net_count,0,
logic_synthesis,yosysWarnings,33,
sta,unclocked_pins,4,
pwr,p_int,0.299,mW
sta,finalHoldViolCount,0,
pwr,p_switching,0.0796,mW
grt,grt_first_pass_wirelength,662,µm
pwr,power_leakage,0.164,nW
floorplanning,fp_util,7.73,%
logic_synthesis,top_area_share,25.6,%
setup_path,worstPathRequired,800,ps
logic_synthesis,syn_avg_cell_area,8.80,µm²
clock_network,ctsHoldBuffers,0,
drt,drtIter0Drc,15,
floorplanning,die_w,80,µm
setup_path,worstPathCellList,"buf_2",
status,outcome,"finished, violations left",
floorplanning,core,0.00342,mm²
drt,drt-wirelength-per-cell,5.33,µm
sta,unconstrained_endpoints,7,
drt,drt-total-wl,442,µm
clock_network,clk_path_buf_depth,2,
drt,vias,158,
cells_and_area,drive_gt1_share,16.2,%
grt,grt_pass1_vias,187,
grt,grt_start_max_net_pins,6,
drt,vias_per_cell,1.90,
pwr,power_frac_clock,59.0,%
clock_network,cts-buffers-inserted,3,
logic_synthesis,syn_area,264,µm²
pwr,p_per_area,1080,mW/mm²
pwr,pwr-share-seq,35.0,%
logic_synthesis,synth.distinct_cells,12,
place,place.detailed.hpwl,373,µm
logic_synthesis,edf_count,0,
logic_synthesis,numSynthFlops,7,
grt,antenna_found_initial,0,
setup_path,worst-path-buf-inv,1,
sta,rsz0062_at_grt,"true",
floorplanning,io_pins,24,
pwr,comb_power_share,6.0,%
drt,num_antenna_cells,0,
grt,gr-total-overflow,0,
place,dp.cells,79,
logic_synthesis,ys_cells,30,
drt,drcViolationCount,0,
setup_path,cp-end-kind,"primary output",
worst_hold_path,hp-class,"input pin to register",
cells_and_area,utilization,10.3,%
logic_synthesis,top_cell,"buf_4",
logic_synthesis,synth_top_cell_by_area,"buf_4",
place,routabilityCongestion,0.715,
place,port_buffers,5,
cells_and_area,syn_to_final_growth,33.2,%
logic_synthesis,yosys-stat-area,264,µm²
sta,finalSetupViolations,1,
pwr,p_sw_share,21.0,%
logic_synthesis,flop_cell,"dlxtn_1",
floorplanning,die_h,80,µm
floorplanning,num_rows,21,
placed cells by master, fill, tap and decap left out:
cell	synthesis	routed
clkdlybuf4s50_1	0	4
inv_1	3	3
or2_1	1	1
clkbuf_4	0	3
dlxtn_1	4	4
nor2b_4	1	1
nor2b_1	1	1
dfxtp_1	3	3
nand2_1	1	1
clkbuf_1	0	1
conb_1	2	9
and2_2	1	1
nor2_1	2	2
nand2b_1	2	2
buf_2	0	1
flip-flops by register name (all words and copies together) (netlist names):
name and flops:
next_state 2, state 2, cs 1, done 1
out 1
kinds of logic (layout without fill, tap and decap cells):
| logic type | Yosys count | after routing | share of synthesized area (%) |
|---|---|---|---|
| buf+inv | 12 | 12 | 29.9 |
| latches | 4 | 4 | 22.7 |
| simple gates | 9 | 9 | 21.8 |
| flops | 3 | 3 | 22.7 |
| other cells | 2 | 9 | 2.84 |
final timing paths:
kind,start,endpoint,slack [ps],cells after the start
worst min-delay path,rst,state[1]$_SDFF_PN1_,500,2
worst max-delay path,out$_SDFF_NN1_,out,-360,1
area by class of cell:
cell class,instances,area (µm²)
inverter,2,7.51
sequential,7,120
multi-input combinational,18,91.3
clock buffer,4,26.3
tap,46,57.6
fill,403,3060
clock inverter,1,3.75
timing repair buffer,5,45.0
power groups by stage:
stage	Sequential, mW	Clock (mW)	Combinational [mW]
global route	0.133	0.250	0.0268
CTS	0.133	0.235	0.0240
finish	0.132	0.224	0.0226
metrics by stage:
| stage | hold WS [ps] | instance area (µm²) | TNS [ps] | setup slack (ps) |
|---|---|---|---|---|
| after global routing | 512 | 352 | -394 | -394 |
| final | 499 | 352 | -359 | -359 |
| after global placement | 733 | 330 | -444 | -444 |
| after CTS | 491 | 352 | -372 | -372 |
| after detailed placement | 728 | 330 | -440 | -440 |
| after floorplan | 273 | 290 | 0 | 38.5 |
per-layer routing:
| metal | track usage, % | part of all wire, % | wire [µm] | vias to the layer above |
|---|---|---|---|---|
| li1 | - | - | - | 83 |
| met1 | 1.34 | 45 | 198 | 65 |
| met2 | 1.61 | 39 | 173 | 10 |
| met3 | 1.14 | 16 | 70 | 0 |
| met4 | 0.528 | 0 | 0 | 0 |
| met5 | 0 | 0 | 0 | - |
repair_timing:
item                                    CTS  global route
hold endpoints to repair                  0             0
endpoints found under the setup margin    1             1
setup buffers                             0             0
gates resized                             3             0
No activity file was given, so power comes from the tool's default toggle rates.
